==> ./constraint.sdc <==
current_design instruction_fetch_unit

set clk_period 299.7
set clk_io_pct 0.2

create_clock -name clk0 -period $clk_period [get_ports {clk_in}]

set non_clock_inputs [all_inputs -no_clocks]
set_input_delay [expr $clk_period * $clk_io_pct] -clock clk0 $non_clock_inputs
set_output_delay [expr $clk_period * $clk_io_pct] -clock clk0 [all_outputs]
==> ./design.v <==
module instruction_cache (
    input wire clk_in,
    input wire rst_in,
    input wire [31:0] req_pc,     
    output reg [31:0] inst_out,   
    output reg valid_out,         
    output reg compressed_out,    
    input wire [7:0] mem_byte,    
    input wire mem_valid,         
    output reg mem_en,            
    output reg [31:0] miss_addr   
);
    reg [7:0] cache_data [(128 * 2 + 2) - 1:0];
    reg [31:0] start_pos;
    reg [31:0] current_fill_pos;
    reg [7+1:0] fill_index;
    reg cache_valid;
    reg last_load_success;
    wire[31:0] new_start_pos = {req_pc[31:7+1], 1'b0, {7{1'b0}}};
    wire [7+1:0] cache_index = {1'b0, req_pc[7:1], 1'b0};
    wire [31:0] instruction_raw = {
        cache_data[cache_index + 3],
        cache_data[cache_index + 2],
        cache_data[cache_index + 1],
        cache_data[cache_index]
    };
    wire is_compressed = (instruction_raw[1:0] != 2'b11);
    wire [31:0] instruction_decompressed;
    decompression decompressor(
        .clk_in(clk_in),
        .inst_c(instruction_raw),
        .inst_out(inst_out)
    );
    always @(posedge clk_in) begin
        if (rst_in) begin
            start_pos <= 32'h0;
            current_fill_pos <= 32'h0;
            fill_index <= -1;
            cache_valid <= 1'b0;
            last_load_success <= 1'b0;
            valid_out <= 1'b0;
        end else begin
            if (!cache_valid) begin
                if (last_load_success) begin
                    cache_data[fill_index] <= mem_byte;
                end
                if (mem_valid) begin
                    last_load_success <= 1'b1;
                    if (fill_index == 128 * 2 + 2) begin
                        cache_valid <= 1'b1;
                    end else begin
                        current_fill_pos <= current_fill_pos + 1;
                        fill_index <= fill_index + 1;
                    end
                end else begin
                    last_load_success <= 1'b0;
                end
            end
            if (req_pc >= start_pos &&
                        req_pc < start_pos + 128 * 2) begin
                valid_out <= (req_pc + 4 < current_fill_pos) ? 1'b1 : 1'b0;
                compressed_out <= is_compressed;
            end else begin
                start_pos <= new_start_pos;
                current_fill_pos <= new_start_pos;
                fill_index <= -1;
                cache_valid <= 1'b0;
                valid_out <= 1'b0;
            end
        end
    end
    assign mem_en = !cache_valid;
    assign miss_addr = current_fill_pos;
endmodule
module mem_controller (
    input wire clk_in,
    input wire [7:0] mem_din,
    input wire mem_valid,
    output wire [7:0] mem_dout,
    output wire [31:0] mem_a,
    output wire mem_wr,
    input wire [31:0] lsb_addr,
    input wire [7:0] lsb_data,
    input wire lsb_wr,
    input wire lsb_en,
    output wire [7:0] lsb_read_data,
    output wire lsb_valid,
    input wire [31:0] icache_addr,
    input wire icache_en,
    output wire icache_data_valid,
    output wire [7:0] icache_data
);
wire lsb_allowed = lsb_en && mem_valid;
assign mem_a = lsb_allowed ? lsb_addr : icache_addr;
assign mem_wr = mem_valid ? lsb_wr : 1'b0;
assign mem_dout = lsb_data;
assign lsb_read_data = mem_din;
assign lsb_valid = lsb_allowed;
assign icache_data = mem_din;
assign icache_data_valid = icache_en && !lsb_en && mem_valid;
endmodule
module decompression(
    input wire        clk_in,
    input [31:0]      inst_c,
    output reg [31:0] inst_out
);
    always @(posedge clk_in) begin
        case ({inst_c[15:13], inst_c[1:0]})
            5'b00000: inst_out <= {2'b00, inst_c[10:7], inst_c[12:11], inst_c[5], inst_c[6], 2'b00, 5'd2, 3'b000, 2'b01, inst_c[4:2], 7'b0010011};
            5'b01000: inst_out <= {5'b00000, inst_c[5], inst_c[12:10], inst_c[6], 2'b00, 2'b01, inst_c[9:7], 3'b010, 2'b01, inst_c[4:2], 7'b0000011};
            5'b11000: inst_out <= {5'b00000, inst_c[5], inst_c[12], 2'b01, inst_c[4:2], 2'b01, inst_c[9:7], 3'b010, inst_c[11:10], inst_c[6], 2'b00, 7'b0100011};
            5'b00001: begin
                if (inst_c[12:2] == 11'b0)
                    inst_out <= {25'b0, 7'b0010011};
                else inst_out <= {{7{inst_c[12]}}, inst_c[6:2], inst_c[11:7], 3'b000, inst_c[11:7], 7'b0010011};
            end
            5'b00101: inst_out <= {inst_c[12], inst_c[8], inst_c[10:9], inst_c[6], inst_c[7], inst_c[2], inst_c[11], inst_c[5:3], inst_c[12], {8{inst_c[12]}}, 5'd1, 7'b1101111};
            5'b01001: inst_out <= {{7{inst_c[12]}}, inst_c[6:2], 5'd0, 3'b000, inst_c[11:7], 7'b0010011};
            5'b01101: begin
                if (inst_c[11:7] == 5'd2)
                    inst_out <= {{3{inst_c[12]}}, inst_c[4], inst_c[3], inst_c[5], inst_c[2], inst_c[6], 4'b0000, 5'd2, 3'b000, 5'd2, 7'b0010011};
                else inst_out <= {{15{inst_c[12]}}, inst_c[6:2], inst_c[11:7], 7'b0110111};
            end
            5'b10001: begin
                if (inst_c[12:10] == 3'b011 && inst_c[6:5] == 2'b00)
                    inst_out <= {7'b0100000, 2'b01, inst_c[4:2], 2'b01, inst_c[9:7], 3'b000, 2'b01, inst_c[9:7], 7'b0110011};
                else if (inst_c[12:10] == 3'b011 && inst_c[6:5] == 2'b01)
                    inst_out <= {7'b0000000, 2'b01, inst_c[4:2], 2'b01, inst_c[9:7], 3'b100, 2'b01, inst_c[9:7], 7'b0110011};
                else if (inst_c[12:10] == 3'b011 && inst_c[6:5] == 2'b10)
                    inst_out <= {7'b0000000, 2'b01, inst_c[4:2], 2'b01, inst_c[9:7], 3'b110, 2'b01, inst_c[9:7], 7'b0110011};
                else if (inst_c[12:10] == 3'b011 && inst_c[6:5] == 2'b11)
                    inst_out <= {7'b0000000, 2'b01, inst_c[4:2], 2'b01, inst_c[9:7], 3'b111, 2'b01, inst_c[9:7], 7'b0110011};
                else if (inst_c[11:10] == 2'b10)
                    inst_out <= {{7{inst_c[12]}}, inst_c[6:2], 2'b01, inst_c[9:7], 3'b111, 2'b01, inst_c[9:7], 7'b0010011};
                else if (inst_c[12] == 1'b0 && inst_c[6:2] == 5'b0)
                    inst_out <= 32'b0;
                else if (inst_c[11:10] == 2'b00)
                    inst_out <= {7'b0000000, inst_c[6:2], 2'b01, inst_c[9:7], 3'b101, 2'b01, inst_c[9:7], 7'b0010011};
                else
                    inst_out <= {7'b0100000, inst_c[6:2], 2'b01, inst_c[9:7], 3'b101, 2'b01, inst_c[9:7], 7'b0010011};
            end
            5'b10101: inst_out <= {inst_c[12], inst_c[8], inst_c[10:9], inst_c[6], inst_c[7], inst_c[2], inst_c[11], inst_c[5:3], inst_c[12], {8{inst_c[12]}}, 5'd0, 7'b1101111};
            5'b11001: inst_out <= {{4{inst_c[12]}}, inst_c[6], inst_c[5], inst_c[2], 5'd0, 2'b01, inst_c[9:7], 3'b000, inst_c[11], inst_c[10], inst_c[4], inst_c[3], inst_c[12], 7'b1100011};
            5'b11101: inst_out <= {{4{inst_c[12]}}, inst_c[6], inst_c[5], inst_c[2], 5'd0, 2'b01, inst_c[9:7], 3'b001, inst_c[11], inst_c[10], inst_c[4], inst_c[3], inst_c[12], 7'b1100011};
            5'b00010: inst_out <= {7'b0000000, inst_c[6:2], inst_c[11:7], 3'b001, inst_c[11:7], 7'b0010011};
            5'b01010: inst_out <= {4'b0000, inst_c[3:2], inst_c[12], inst_c[6:4], 2'b0, 5'd2, 3'b010, inst_c[11:7], 7'b0000011};
            5'b11010: inst_out <= {4'b0000, inst_c[8:7], inst_c[12], inst_c[6:2], 5'd2, 3'b010, inst_c[11:9], 2'b00, 7'b0100011};
            5'b10010: begin
                if (inst_c[6:2] == 5'd0) begin
                    if (inst_c[12] && inst_c[11:7] != 5'b0)
                        inst_out <= {12'b0, inst_c[11:7], 3'b000, 5'd1, 7'b1100111};
                    else inst_out <= {12'b0, inst_c[11:7], 3'b000, 5'd0, 7'b1100111};
                end
                else if (inst_c[11:7] != 5'b0) begin
                    if (inst_c[12] == 1'b0)
                        inst_out <= {7'b0000000, inst_c[6:2], 5'd0, 3'b000, inst_c[11:7], 7'b0110011};
                    else inst_out <= {7'b0000000, inst_c[6:2], inst_c[11:7], 3'b000, inst_c[11:7], 7'b0110011};
                end
            end
            default : inst_out <= inst_c;
        endcase
    end
endmodule
module instruction_fetch_unit (
    input wire clk_in,
    input wire rst_in,
    input wire [31:0] pc_from_rob,   
    input wire valid_from_rob,
    input wire [31:0] pc_from_decoder,   
    input wire valid_from_decoder,
    input wire [31:0] pc_of_branch,   
    input wire branch_taken,
    input wire branch_record_valid,
    input wire [7:0] mem_byte,    
    input wire mem_valid,         
    output reg mem_en,            
    output wire [31:0] miss_addr,   
    output wire [31:0] inst_out,   
    output reg [31:0] program_counter,   
    output wire valid_out,         
    output reg compressed_out,    
    output reg pred_branch_taken  
);
wire [31:0] pc;
assign pc = valid_from_rob ? pc_from_rob :
            valid_from_decoder ? pc_from_decoder :
            !valid_out ? program_counter :
            compressed_out ? program_counter + 2 : program_counter + 4;
instruction_cache icache(
    .clk_in(clk_in),
    .rst_in(rst_in),
    .req_pc(pc),
    .inst_out(inst_out),
    .valid_out(valid_out),
    .compressed_out(compressed_out),
    .mem_byte(mem_byte),
    .mem_valid(mem_valid),
    .mem_en(mem_en),
    .miss_addr(miss_addr)
);
always @(posedge clk_in) begin
    pred_branch_taken <= pc[2];  
    program_counter <= pc;
end
endmodule
==> ./config.mk <==
export PLATFORM = sky130hd
export DESIGN_NAME = instruction_fetch_unit
export DESIGN_NICKNAME = instruction_fetch_unit
export VERILOG_FILES = /design/flow/design.v
export SDC_FILE = /design/flow/constraint.sdc
export NUM_CORES = 4
export LEC_CHECK = 1
export CORE_UTILIZATION = 50
==> ./run.sh <==
#!/bin/bash
# OpenROAD 26Q1-2900-gdf79404cd8, Yosys 0.63+post, stock flow scripts
make -C /OpenROAD-flow-scripts/flow DESIGN_CONFIG=/design/flow/config.mk WORK_HOME=/design/flow/orfs finish
==> metrics.csv <==
stage,metric,value,unit
run_status,outcome,finished clean,
setup_path,rr_startpoint,program_counter[2]$_DFF_P_,
logic_synthesis,syn_avg_cell_area,13.1,um2
clock_tree,cts_sinks,2197,
logic_synthesis,yosys.area_share.adder,1.02,%
logic_synthesis,edf_count,2097,
finish,register_area,65000,um2
route,wl,391000,um
setup_path,r2r_slack,291170,ps
finish,drive_gt1_share,18.2,%
logic_synthesis,compound_area_share,6.66,%
setup_path,r2r_cells,19,
final_timing,tightest_slew,1290,ps
setup_path,critPathRequiredTime,300390,ps
placement,port-buffer-count,176,
floorplan,io_pins,211,
route,wl_per_cell,33.2,um
placement,gp_congestion,1.02,
floorplan,dieArea,222000,um2
grt,antenna_found_initial,24,
logic_synthesis,top_cell,edfxtp_1,
placement,place_hpwl,255000,um
min_path,holdPathEnd,icache.last_load_success$_SDFFE_PP0N_,
floorplan,core_area,218000,um2
clock_tree,cts_tree,yes,
grt,grt_max_degree,119,
finish,final_cells,11800,
min_path,min_path_type,flip-flop to flip-flop,
final_timing,final.setup_skew,35.3,ps
pwr,ir_worst_vdd,0.00781,mV
logic_synthesis,synth_xor_xnor_area_share,0.932,%
final_timing,finalSetupViolations,0,
setup_path,crit_fanout,64,
logic_synthesis,simple_gate_share,13.4,%
route,via_count,77400,
clock_tree,post_cts_buffers,0,
final_timing,final.min_clock_period,67480,ps
logic_synthesis,synthCells,8389,
clock_tree,h-tree-depth,4,
final_timing,fmax,0.0148,GHz
clock_tree,path_clk_slew,60,ps
logic_synthesis,top_cells_by_area,"edfxtp_1, mux4_2, nand2_1",
grt,grt_pass1_wl,561000,um
floorplan,fp.dieH,471,um
placement,dp_cells,11300,
setup_path,timing.rr.end,icache.decompressor.inst_out[22]$_DFFE_PP_,
setup_path,path_class,input pin to flip-flop,
clock_tree,worstSkewPairLatency,910,ps
logic_synthesis,synthMuxAreaShare,15.5,%
final_timing,tns,0,ps
clock_tree,ctsResizeCount,0,
logic_synthesis,top_logic_kind,multiplexers,
floorplan,initCoreUtil,50.5,%
floorplan,dieWidth,471,um
route,drt_iter0_drc,6249,
setup_path,crit_arrival,68180,ps
logic_synthesis,ff_type,edfxtp_1,
clock_tree,cts_buffers,233,
pwr,p_per_area,6.67,nW/um2
final_timing,fin_crit_sh,22.5,%
finish,filler_cell_count,16900,
setup_path,cp-end-kind,flip-flop,
final_timing,drv_slew,0,
logic_synthesis,ys_cells,8389,
finish,area_delta_synth_final,12.8,%
setup_path,critPathLaunchType,input pin,
logic_synthesis,syn-cell-area,110000,um2
route,drtAntennaViolNets,0,
finish,combGateArea,41500,um2
logic_synthesis,async_reset_ff_share,0,%
logic_synthesis,ys_types,97,
logic_synthesis,yosysWarnings,5,
pwr,p_leak,0.0423,uW
logic_synthesis,yosys_area,110000,um2
floorplan,rows,171,
logic_synthesis,yosysSeqAreaShare,59.1,%
grt,grt_usage,39.4,%
run,tool_warnings,77,
min_path,hold_start,icache.last_load_success$_SDFFE_PP0N_,
grt,grt.overflow.total,0,
clock_tree,clock_path_buffers,3,
final_timing,hold_viol_final,0,
pwr,finalPower,828,uW
run,maxCapViolCount,0,
clock_tree,cts_hold_buf,0,
route,drt_pass1_iterations,8,
final_timing,maxSlewHeadroom,13.1,%
grt,first_global_vias,80400,
route,remaining_drc_errors,0,
clock_tree,clockRootBuffer,clkbuf_16,
final_timing,grt_setup_unrepaired,no,
logic_synthesis,synth_top_cell_by_area,edfxtp_1,
route,routed_via_density,6.56,
logic_synthesis,top_cells_by_count,"edfxtp_1, nand2_1, nand3_1",
min_path,whs_path_depth,2,
logic_synthesis,ys_ff,2197,
logic_synthesis,top_area_share,57.3,%
## metal layers
layer	vias up	global-route usage [%]	wire length [um]
li1	33100	-	-
met5	-	7.01	2190
met2	5595	52.0	167000
met1	37500	47.5	121000
met3	1068	30.9	74000
met4	70	19.4	26300
## critical path, stage by stage
cell and delay [ps]:
buf_2 70, buf_4 510, nor2b_1 190, a22oi_1 610
nand2_8 430, ha_1 450, nand2_1 130, xnor2_2 120
buf_4 510, buf_4 550, buf_4 580, buf_4 640
buf_4 670, mux4_2 410, nand2_1 120, a31oi_1 470
mux2i_1 340, a21oi_1 920, nor2_1 90, a41oi_1 300
## cells by family after synthesis
kind of cell,Yosys count
mux,897
xor+xnor,117
flops,2197
fa+ha+maj,90
compound gates,994
buf+inv,724
simple gates,3370
## power breakdown
| group | leakage [uW] | switching [uW] | internal (uW) |
|---|---|---|---|
| logic | 0.0188 | 123 | 69.8 |
| clock network | 0.00373 | 123 | 167 |
| registers | 0.0197 | 3.50 | 341 |
## flip-flops by register name, indices dropped and copies added, names as in the netlist
name / flops
icache.cache_data: 2064
icache.cache_valid: 1
icache.compressed_out: 1
icache.current_fill_pos: 32
icache.decompressor.inst_out: 32
icache.fill_index: 9
icache.last_load_success: 1
icache.start_pos: 24
icache.valid_out: 1
program_counter: 32
## cell usage in the layout (no fill, tap or decap), types with 90 or more instances in the layout
cell and instances:
a21oi_1 190, a311oi_1 165, a31oi_1 93, and2_1 90
and3_1 117, buf_4 546, clkbuf_16 234, clkdlybuf4s50_1 165
dfxtp_1 100, edfxtp_1 2097, mux2i_1 252, mux4_2 642
nand2_1 1794, nand3_1 705, nor2_1 383
## cell type report
cell class              count  area share, %
flip-flops and latches   2197           52.4
multi-input cells        5468           33.4
repair buffers            731           4.88
clock buffers             274           4.85
well taps                2854           2.88
clock inverters           159           1.28
inverters                  78          0.258
diodes                     27         0.0545
## worst max path at each step
stage	start	endpoint	slack, ps	cells past startpoint
after CTS	valid_from_rob	icache.decompressor.inst_out[22]$_DFFE_PP_	232590	20
final	valid_from_rob	icache.decompressor.inst_out[22]$_DFFE_PP_	232220	20
after global routing	valid_from_rob	icache.decompressor.inst_out[16]$_DFFE_PP_	231840	20
## through the flow
stage               area (um2)  setup WS [ps]  hold slack (ps)  util [%]
finish                  124000         232220              488      57.0
global route            124000         231840              561      56.9
CTS                     124000         232590              487      56.9
detailed placement      116000         231650              473      53.4
global placement        116000         231580              464      53.4
floorplan               110000         234410              448         -
No activity file was given, so power comes from the tool's default toggle rates.
