File: flow/run.sh
#!/bin/bash
# OpenROAD 26Q1-2900-gdf79404cd8, Yosys 0.63+post, stock flow scripts
make -C /OpenROAD-flow-scripts/flow DESIGN_CONFIG=/design/flow/config.mk WORK_HOME=/design/flow/orfs finish
File: flow/config.mk
export PLATFORM = sky130hd
export DESIGN_NAME = mem_controller
export DESIGN_NICKNAME = mem_controller
export VERILOG_FILES = /design/flow/design.v
export SDC_FILE = /design/flow/constraint.sdc
export NUM_CORES = 4
export LEC_CHECK = 1
export CORE_AREA = 10 10 70 70
export DIE_AREA = 0 0 80 80
File: flow/constraint.sdc
current_design mem_controller

set clk_period 3.7
set clk_io_pct 0.2

create_clock -name clk0 -period $clk_period

set non_clock_inputs [all_inputs -no_clocks]
set_input_delay [expr $clk_period * $clk_io_pct] -clock clk0 $non_clock_inputs
set_output_delay [expr $clk_period * $clk_io_pct] -clock clk0 [all_outputs]
File: flow/design.v
module instruction_cache (
    input wire clk_in,
    input wire rst_in,
    input wire [31:0] req_pc,     
    output reg [31:0] inst_out,   
    output reg valid_out,         
    output reg compressed_out,    
    input wire [7:0] mem_byte,    
    input wire mem_valid,         
    output reg mem_en,            
    output reg [31:0] miss_addr   
);
    reg [7:0] cache_data [(128 * 2 + 2) - 1:0];
    reg [31:0] start_pos;
    reg [31:0] current_fill_pos;
    reg [7+1:0] fill_index;
    reg cache_valid;
    reg last_load_success;
    wire[31:0] new_start_pos = {req_pc[31:7+1], 1'b0, {7{1'b0}}};
    wire [7+1:0] cache_index = {1'b0, req_pc[7:1], 1'b0};
    wire [31:0] instruction_raw = {
        cache_data[cache_index + 3],
        cache_data[cache_index + 2],
        cache_data[cache_index + 1],
        cache_data[cache_index]
    };
    wire is_compressed = (instruction_raw[1:0] != 2'b11);
    wire [31:0] instruction_decompressed;
    decompression decompressor(
        .clk_in(clk_in),
        .inst_c(instruction_raw),
        .inst_out(inst_out)
    );
    always @(posedge clk_in) begin
        if (rst_in) begin
            start_pos <= 32'h0;
            current_fill_pos <= 32'h0;
            fill_index <= -1;
            cache_valid <= 1'b0;
            last_load_success <= 1'b0;
            valid_out <= 1'b0;
        end else begin
            if (!cache_valid) begin
                if (last_load_success) begin
                    cache_data[fill_index] <= mem_byte;
                end
                if (mem_valid) begin
                    last_load_success <= 1'b1;
                    if (fill_index == 128 * 2 + 2) begin
                        cache_valid <= 1'b1;
                    end else begin
                        current_fill_pos <= current_fill_pos + 1;
                        fill_index <= fill_index + 1;
                    end
                end else begin
                    last_load_success <= 1'b0;
                end
            end
            if (req_pc >= start_pos &&
                        req_pc < start_pos + 128 * 2) begin
                valid_out <= (req_pc + 4 < current_fill_pos) ? 1'b1 : 1'b0;
                compressed_out <= is_compressed;
            end else begin
                start_pos <= new_start_pos;
                current_fill_pos <= new_start_pos;
                fill_index <= -1;
                cache_valid <= 1'b0;
                valid_out <= 1'b0;
            end
        end
    end
    assign mem_en = !cache_valid;
    assign miss_addr = current_fill_pos;
endmodule
module mem_controller (
    input wire clk_in,
    input wire [7:0] mem_din,
    input wire mem_valid,
    output wire [7:0] mem_dout,
    output wire [31:0] mem_a,
    output wire mem_wr,
    input wire [31:0] lsb_addr,
    input wire [7:0] lsb_data,
    input wire lsb_wr,
    input wire lsb_en,
    output wire [7:0] lsb_read_data,
    output wire lsb_valid,
    input wire [31:0] icache_addr,
    input wire icache_en,
    output wire icache_data_valid,
    output wire [7:0] icache_data
);
wire lsb_allowed = lsb_en && mem_valid;
assign mem_a = lsb_allowed ? lsb_addr : icache_addr;
assign mem_wr = mem_valid ? lsb_wr : 1'b0;
assign mem_dout = lsb_data;
assign lsb_read_data = mem_din;
assign lsb_valid = lsb_allowed;
assign icache_data = mem_din;
assign icache_data_valid = icache_en && !lsb_en && mem_valid;
endmodule
==> job_summary.md <==
## PnR job results

| Metric | Value |
|---|---|
| Post_cts resized | 0 |
| Layout cells sized above 1 | between 20% and 30% |
| Vias per inst | about 4.0 |
| Worst-margin pin slew | between 0.3 and 0.4 ns |
| Hpwl dp | ~2.9 mm |
| Number of global-route vias before repair | about 800 |
| CP Capture Type | output port |
| Critical path destination | mem_a[10] |
| DIE WIDTH | roughly 80 microns |
| Fp util | between 20% and 30% |
| Switching pwr | approximately 0.031 mW |
| Crit path arrival time | 2.33 ns |
| Crit path max-delay cell type | clkdlybuf4s50_1 |
| Cycle use final | between 80% and 90% |
| Max-cap violations | 0 |
| P_int | about 0.15 mW |
| Wire length per cell | 16.25 microns |
| Synthesized area | roughly 700 sq um |
| Required time worst endpoint | 2.96 ns |
| Cell count after synthesis | approximately 63 |
| Die area | about 0.0064 sq mm |
| Area delta synth->final | 125.2% |
| Leakage | around 0.70 nW |
| Syn avg cell area | around 11 sq um |
| IO Port Bufs | about 100 |
| Sw frac | 17.39% |
| Overflow after GRT | 0 |
| Pin count of the biggest net entering global routing | 20 |
| Gpl congestion | 0.8266 |
| Initial antenna violation count | 0 |
| Max-Slew Margin vs Limit | roughly four fifths |
| Flip-flops | 0 |
| RSZ-0062 raised after global routing | no |
| Initial DRC Count | 9 |
| First-pass GRT wire length | approximately 4.4 mm |
| # fillers | about 340 |
| Post-CTS setup buffer count | 0 |
| Ys cells | between 60 and 70 |
| Fmax | 325.3 MHz |
| Die Y | 80 microns |
| Clock buf count | 0 |
| Final core occ | a little under half |
| Critical Path Most Common Cell | clkdlybuf4s50_1 |
| Gate Area | 493.0 sq um |
| CP max stage delay | around 0.44 ns |
| DRC Markers | 0 |
| Setup TNS | 0 ns |
| Tool warning count | 33 |
| Combinational share of power | about 100% |
| GRT Overall Usage | under 10% |
| Post-route cell area | about 0.0016 sq mm |
| Drt pass-1 iters | 4 |
| Distinct cells, synth | 8 |
| Max VDD drop | approximately 0.050 mV |
| Routed wire length | 3.039 mm |
| Area reported by Yosys stat | ~700 sq um |
| # diodes | 0 |
| Critical Path Source Type | primary input |
| Synth Seq Share | 0% |
| Clock Power Share | 0% |
| Critical Path Stages | 5 |
| CP max FO | 19 |
| Cts hold-fix bufs | 0 |
| Post-route ant nets | 0 |
| Rows | 21 |
| DR vias | around 740 |
| Cell Pwr Density | between 100 and 150 mW/mm^2 |
| CP Cell Sequence | clkdlybuf4s50_1 -> nand2_2 -> buf_4 -> mux2_4 -> clkdlybuf4s50_1 |
| Synth warn | 0 |
| Final Setup Violations | 0 |
| Top Ports | approximately 140 |
| Final hold vios | 0 |
| Crit path kind | primary input to output port |
| HP Class | primary input to output port |
| Placed cell area | 0.001600 sq mm |
| Buf/Inv on CP | 3 |
| Final Max Slew Viols | 0 |
| Status | complete, no violations |
| CP Launch Point | mem_valid |
| CORE AREA | approximately 0.0034 sq mm |
| Tmin final | slightly above 3 ns |
| FF+latch area | 0 sq um |
| Crit-path leading delay family | buffers and inverters |
| Reg power frac | 0% |
## synthesized netlist by cell type, drive strengths merged
library cell | n | area [sq um]
nand2 | 1 | 6.260
and3b | 1 | 10.01
inv | 1 | 3.750
buf | 27 | 214.0
and2 | 1 | 7.510
mux2 | 32 | 469.2
## power groups by stage
stage                 clock network, mW  registers, mW  logic, mW
final                                 0              0      0.180
after CTS                             0              0      0.184
after global routing                  0              0      0.192
## routing by layer
| metal | wire [microns] | track usage [%] | vias up |
|---|---|---|---|
| met4 | 31 | 1.056 | 0 |
| met2 | 1372 | 14.53 | 75 |
| li1 | - | - | 350 |
| met1 | 1178 | 9.954 | 312 |
| met5 | 0 | 0 | - |
| met3 | 457 | 3.409 | 6 |
## kinds of logic after synthesis
family,count (synthesis),share of synthesized area (%)
AND/OR/NAND/NOR,3,3.346
multiplexers,32,66.02
buffers and inverters,28,30.63
## layout make-up
type	count	area share (%)
inverters	1	0.2346
multi-input cells	35	30.81
repair buffers	105	65.36
well taps	46	3.597
## metrics by stage
stage	instances	setup WS (ns)	power, mW	hold WS (ns)
2_1_floorplan	63	1.632	0.06678	1.546
3_3_place_gp	187	0.6068	0.1831	1.480
3_5_place_dp	187	0.6003	0.1836	1.480
4_1_cts	187	0.6013	0.1842	1.480
5_1_grt	187	0.5480	0.1922	1.480
6_report	187	0.6256	0.1800	1.480
## how the worst min path moves through the flow
| stage | depth (start not counted) | from | endpoint | slack (ns) |
|---|---|---|---|---|
| after CTS | 0 | mem_din[1] | icache_data[1] | 1.48 |
| after global routing | 0 | lsb_data[1] | mem_dout[1] | 1.48 |
| final | 0 | mem_din[0] | icache_data[0] | 1.48 |
## layout by cell type (no fill, tap or decap)
master | Yosys | routed
and2_2 | 1 | 1
and3b_2 | 1 | 1
buf_4 | 24 | 2
clkdlybuf4s50_1 | 0 | 103
inv_1 | 1 | 1
mux2_2 | 3 | 3
mux2_4 | 29 | 29
nand2_2 | 1 | 1
Power figures rest on the tool's default switching activity, not on a simulated workload.
